## ./config.mk

```make
export PLATFORM = sky130hd
export DESIGN_NAME = reciprocal
export DESIGN_NICKNAME = reciprocal
export VERILOG_FILES = /design/flow/design.v
export SDC_FILE = /design/flow/constraint.sdc
export NUM_CORES = 4
export LEC_CHECK = 1
export CORE_AREA = 10 10 70 70
export DIE_AREA = 0 0 80 80
```

## ./constraint.sdc

```tcl
current_design reciprocal

set clk_period 1.4
set clk_io_pct 0.2

create_clock -name clk0 -period $clk_period

set non_clock_inputs [all_inputs -no_clocks]
set_input_delay [expr $clk_period * $clk_io_pct] -clock clk0 $non_clock_inputs
set_output_delay [expr $clk_period * $clk_io_pct] -clock clk0 [all_outputs]
```

## ./design.v

```verilog
module reciprocal(
    input [31:0] fp_in,      
    output reg [31:0] fp_out 
    );
    wire sign_in;
    wire [7:0] exponent_in;
    wire [22:0] mantissa_in;
    assign sign_in = fp_in[31];           
    assign exponent_in = fp_in[30:23];   
    assign mantissa_in = fp_in[22:0];     
    reg sign_out;
    reg [7:0] exponent_out;
    reg [22:0] mantissa_out;
    always @(*) begin
        if (exponent_in == 8'b11111111) begin
            fp_out = fp_in;
        end else if (exponent_in == 8'b00000000 && mantissa_in == 23'b0) begin
            fp_out = {sign_in, 8'b11111111, 23'b0};
        end else begin
            sign_out = sign_in;
            exponent_out = 8'd254 - exponent_in;
            mantissa_out = mantissa_in;
            fp_out = {sign_out, exponent_out, mantissa_out};
        end
    end
endmodule
```

## ./run.sh

```bash
#!/bin/bash
# OpenROAD 26Q1-2900-gdf79404cd8, Yosys 0.63+post, stock flow scripts
make -C /OpenROAD-flow-scripts/flow DESIGN_CONFIG=/design/flow/config.mk WORK_HOME=/design/flow/orfs finish
```

==> out/summary.txt <==
Outcome = finished with violations
Failing checks = setup timing
Finished Core Util = 33.5%
Setup violators final = 8
Leakage dissipation = 0.484 nW
Number of instances in the synthesized netlist = 65
Kind of critical path = in -> out
Slowest cell on the critical path = sky130_fd_sc_hd__nand4_1
Floorplan die area = 0.00640 mm²
Vias/cell = 3.79
Detail Route Antenna Nets = 0
Gp weighted congestion = 0.732
Detailed-route via count = 621
Number of antenna violations at the first check in global routing = 0
Area leader, netlist = sky130_fd_sc_hd__clkbuf_1
Detailed-placement wirelength estimate = 1.86 mm
Cell total after placement = 159
Critical path launch point type = input port
Synthesized area per cell = 6.01 µm²
Data arrival time of the critical path = 1470 ps
Worst slew pin tran = 271 ps
Ranking of synthesized cells by area = sky130_fd_sc_hd__clkbuf_1 22%, sky130_fd_sc_hd__ha_1 9.6%, sky130_fd_sc_hd__nand2b_1 9.6%, sky130_fd_sc_hd__nor4_1 9.6%, sky130_fd_sc_hd__xnor2_1 9.0%
Layout area overhead = 193%
Overall routing resource usage = 6.37%
Global route total overflow = 0
Total Routed Length = 2.15 mm
Crit path max fanout = 3
Kind of capture point of the worst setup path = primary output
Post-route non-filler standard cell count = 164
Area of the synthesized netlist per yosys stat = 390 µm²
Total buffers and inverters traversed by the critical path = 4
Clock buf count = 0
Std-Cell Rows = 21
Unrepaired setup endpoints after global routing = yes
Width of the chip = 80 µm
CP Cell Sequence = buf_6, inv_4, ha_4, nor4b_4, nand4_1, buf_4, o21ai_2, mux2_4, buf_6
Count of unique library cells instantiated by Yosys = 20
Die height = 80 µm
Path type of the worst min-delay path = in -> out
Largest net degree at the start of global routing = 7
Number of detailed-route iterations in the first pass = 2
Sequential Area = 0 µm²
Num ports = 64
Fraction of final layout cells sized beyond drive strength 1 = 57.6%
Diodes inserted = 0
Hold slack final = 560 ps
Seq_cells = 0
Max_cap viols = 0
Pwr/cell area = 244 mW/mm²
Stage delay of the slowest cell on the critical path = 220 ps
Vias in the first global route = 704
Max-slew headroom at the worst pin = 81.8%
Portion of the clock cycle consumed by the worst path in the final layout = 125%
Share of synthesized area occupied by flip-flops and latches = 0%
Post-synth top area share = 22.1%
Required time at the worst-slack endpoint = 1120 ps
Effective utilization at floorplan = 11.4%
Port buffer count = 62
Number of warnings reported in the yosys synthesis log = 1
Core Footprint = 0.00342 mm²
Cell repeated most along the worst path = sky130_fd_sc_hd__buf_6
Peak ir drop on the vdd network = 71.5 µV
Number of violations reported at the end of detailed-routing iteration 0 = 10
Wire length of the first global-routing pass = 3.33 mm
Highest clock frequency the design can meet = 573 MHz
Count of warning messages emitted by the tools = 36
Period minus WS final = 1750 ps
Max Transition Viols Final = 0
Count of fill cells added during filler insertion = 353
Top delay family on crit path = buffers and inverters
Total standard cell area after synthesis = 390 µm²
Final routed DRC violation total = 0
Setup_tns = -2530 ps
Count of instantiated cells in the yosys netlist = 65
Post-CTS Hold Buffers = 0
Final Hold Vio Count = 0
Final Worst Setup Slack = -346 ps
Average wire per standard cell = 13.1 µm
## cell usage in the layout, fill, tap and decap left out
cell	instances
sky130_fd_sc_hd__o21ai_1	1
sky130_fd_sc_hd__clkdlybuf4s50_1	23
sky130_fd_sc_hd__buf_6	12
sky130_fd_sc_hd__nor4b_4	1
sky130_fd_sc_hd__clkdlybuf4s15_2	3
sky130_fd_sc_hd__nor4_4	1
sky130_fd_sc_hd__nand2b_4	5
sky130_fd_sc_hd__nand2_1	1
sky130_fd_sc_hd__inv_4	2
sky130_fd_sc_hd__and4_4	1
sky130_fd_sc_hd__nand3_1	3
sky130_fd_sc_hd__nor4_2	5
sky130_fd_sc_hd__nand4_4	1
sky130_fd_sc_hd__and3_2	1
sky130_fd_sc_hd__xor2_1	2
sky130_fd_sc_hd__nand4_1	3
sky130_fd_sc_hd__clkdlybuf4s15_1	2
sky130_fd_sc_hd__dlygate4sd2_1	6
sky130_fd_sc_hd__nor2_1	2
sky130_fd_sc_hd__buf_2	18
sky130_fd_sc_hd__nand2b_1	1
sky130_fd_sc_hd__ha_4	1
sky130_fd_sc_hd__ha_1	2
sky130_fd_sc_hd__buf_4	14
sky130_fd_sc_hd__o21ai_2	2
sky130_fd_sc_hd__mux2_4	1
sky130_fd_sc_hd__xnor2_1	4
## path summary, 6_finish.rpt
path	startpoint	endpoint	slack (ps)	cells after the start
worst min-delay path	fp_in[31]	fp_out[31]	560	0
worst max-delay path	fp_in[23]	fp_out[24]	-350	9
## area by class of cell
cell class                 instances  area, µm²  share of cell area, %
inverter                           2       12.5                   1.09
multi-input combinational         38        408                   35.6
tap                               46       57.6                   5.03
timing repair buffer              78        667                   58.3
## timing repair
| action | 4_1_cts | 5_1_grt |
|---|---|---|
| cloned | 0 | 0 |
| setup endpoints to repair | 31 | 8 |
| pin swaps | 14 | 4 |
| buffers inserted | 4 | 1 |
| resized | 152 | 10 |
## report_power, final
part	total, mW	switching [mW]	internal (mW)	leakage [nW]
registers	0	0	0	0
clock network	0	0	0	0
logic	0.280	0.0919	0.188	0.484
## cell families after synthesis
family                   after synthesis  synth area share (%)
XOR/XNOR                               6                  13.5
buffers and inverters                 27                  27.2
multiplexers                           1                  2.88
AND/OR/NAND/NOR                       25                  42.0
adder cells (fa/ha/maj)                3                  9.62
AND-OR/OR-AND                          3                  4.81
## through the flow
| stage | power (mW) | setup WS, ps | area [µm²] |
|---|---|---|---|
| 5_1_grt | 0.305 | -462 | 1140 |
| 4_1_cts | 0.257 | -371 | 1070 |
| 3_5_place_dp | 0.268 | -1100 | 1050 |
| 3_3_place_gp | 0.268 | -1120 | 1050 |
| 2_1_floorplan | 0.0498 | 46.0 | 390 |
| 6_report | 0.280 | -346 | 1140 |
## metal layers
metal	track usage (%)	up-vias	share of wire, %
li1	-	310	-
met1	7.65	267	42
met2	10.4	44	42
met3	3.52	0	16
met4	0	0	0
met5	0	-	0
## Yosys cell counts
cell,n
sky130_fd_sc_hd__buf_2,1
sky130_fd_sc_hd__buf_4,1
sky130_fd_sc_hd__nand2_1,1
sky130_fd_sc_hd__nor4b_2,1
sky130_fd_sc_hd__nand3_1,3
sky130_fd_sc_hd__inv_1,2
sky130_fd_sc_hd__ha_1,3
sky130_fd_sc_hd__nand4_2,1
sky130_fd_sc_hd__and4_1,1
sky130_fd_sc_hd__and3_2,1
sky130_fd_sc_hd__nor4_1,6
sky130_fd_sc_hd__nand2b_1,6
sky130_fd_sc_hd__o21ai_2,1
sky130_fd_sc_hd__nor2_1,2
sky130_fd_sc_hd__mux2_1,1
sky130_fd_sc_hd__xor2_1,2
sky130_fd_sc_hd__xnor2_1,4
sky130_fd_sc_hd__nand4_1,3
sky130_fd_sc_hd__clkbuf_1,23
sky130_fd_sc_hd__o21ai_0,2
Power is estimated from default activity; no workload was simulated.
